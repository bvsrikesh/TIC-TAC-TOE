`/design/flow/run.sh`:
```
#!/bin/bash
# OpenROAD 26Q1-2900-gdf79404cd8, Yosys 0.63+post, stock flow scripts
make -C /OpenROAD-flow-scripts/flow DESIGN_CONFIG=/design/flow/config.mk WORK_HOME=/design/flow/orfs finish
```
`/design/flow/config.mk`:
```
export PLATFORM = sky130hd
export DESIGN_NAME = TBox
export DESIGN_NICKNAME = TBox
export VERILOG_FILES = /design/flow/design.v
export SDC_FILE = /design/flow/constraint.sdc
export NUM_CORES = 4
export LEC_CHECK = 1
export CORE_AREA = 10 10 87 87
export DIE_AREA = 0 0 97 97
```
`/design/flow/constraint.sdc`:
```
current_design TBox

set clk_period 2.6
set clk_io_pct 0.2

create_clock -name clk0 -period $clk_period [get_ports {clk}]

set non_clock_inputs [all_inputs -no_clocks]
set_input_delay [expr $clk_period * $clk_io_pct] -clock clk0 $non_clock_inputs
set_output_delay [expr $clk_period * $clk_io_pct] -clock clk0 [all_outputs]
```
`/design/flow/design.v`:
```
module TCell(input clk,input set,input reset,input set_symbol, output reg valid,output reg symbol);
initial begin 
    valid=0;
end
always @(posedge clk) begin
    if(clk) begin
        if(reset) begin
            valid <= 0;
        end
        else if(~valid & set) begin
            symbol <= set_symbol;
            valid <= 1'b1;
        end
    end
end
endmodule
module check_win(input [8:0]val,input [8:0] sym,output [1:0]gs);        
    wire and1,and2,and3,and4,and5,and6,and7,and8,or1,or2,or3,or4,or5,or6,or7,or8;
    wire vr1,vr2,vr3,vc1,vc2,vc3,vd1,vd2;    
    and (vr1,val[0],val[1],val[2]);
    and (and1,vr1,sym[0],sym[1],sym[2]);
    or  (or1,~vr1,sym[0],sym[1],sym[2]);
    and (vr2,val[3],val[4],val[5]);
    and (and2,vr2,sym[3],sym[4],sym[5]);
    or  (or2,~vr2,sym[3],sym[4],sym[5]);
    and (vr3,val[6],val[7],val[8]);
    and (and3,vr3,sym[6],sym[7],sym[8]);
    or  (or3,~vr3,sym[6],sym[7],sym[8]);
    and (vc1,val[0],val[3],val[6]);
    and (and4,vc1,sym[0],sym[3],sym[6]);
    or  (or4,~vc1,sym[0],sym[3],sym[6]);
    and (vc2,val[1],val[4],val[7]);
    and (and5,vc2,sym[1],sym[4],sym[7]);
    or  (or5,~vc2,sym[1],sym[4],sym[7]);
    and (vc3,val[2],val[5],val[8]);
    and (and6,vc3,sym[2],sym[5],sym[8]);
    or (or6,~vc3,sym[2],sym[5],sym[8]);
    and (vd1,val[0],val[4],val[8]);
    and (and7,vd1,sym[0],sym[4],sym[8]);
    or  (or7,~vd1,sym[0],sym[4],sym[8]);
    and (vd2,val[2],val[4],val[6]);
    and (and8,vd2,sym[2],sym[4],sym[6]);
    or  (or8,~vd2,sym[2],sym[4],sym[6]);
    or (gs[0],and1,and2,and3,and4,and5,and6,and7,and8);
    or (gs[1],~or1,~or2,~or3,~or4,~or5,~or6,~or7,~or8);
endmodule
module row_col_decoder(input [1:0] r,input [1:0] c,input s,output [8:0] mrc);
    wire [3:0] v;
    wire m1,m2,m3;
    demux_1x4 dm1 (v,s,r);
    demux_1x4 dm2 ({mrc[2:0],m1},v[1],c);
    demux_1x4 dm3 ({mrc[5:3],m2},v[2],c);
    demux_1x4 dm4 ({mrc[8:6],m3},v[3],c);
endmodule
module demux_1x4(output [3:0] out, input in, input [1:0] sel);
    wire [1:0]selc;   
    not(selc[0],sel[0]);
    not(selc[1],sel[1]);
    and(out[0],selc[0],selc[1],in);
    and(out[2],selc[0],sel[1],in);
    and(out[1],sel[0],selc[1],in);
    and(out[3],sel[0],sel[1],in);
endmodule
module mux_2x1(output out,input a,input b,input sel );
    wire selc;   
    not (selc,sel);
    and (f1,selc,a);
    and (f2,sel,b);
    or  (out,f1,f2);
endmodule
module current_symbol_cal(input [8:0] v,output cursym);  
    wire valid_xor; 
    xor (valid_xor,v[0],v[1],v[2],v[3],v[4],v[5],v[6],v[7],v[8]);
    not (cursym,valid_xor);
endmodule
module TBox(input clk,input set,input reset, input [1:0] row, input [1:0] col,output [8:0] valid, output [8:0] symbol, output [1:0] game_state);
    wire cur_symbol,s,set_gameon,va;   
    wire [1:0] cw;     
    wire [8:0] rc;    
    and (set_gameon,set,~game_state[0],~game_state[1]);      
    row_col_decoder rc_dec (row,col,set_gameon,rc);
    current_symbol_cal cur_sym (valid,cur_symbol);
    TCell TC1 (clk,rc[0],reset,cur_symbol,valid[0],symbol[0]);
    TCell TC2 (clk,rc[1],reset,cur_symbol,valid[1],symbol[1]);
    TCell TC3 (clk,rc[2],reset,cur_symbol,valid[2],symbol[2]);
    TCell TC4 (clk,rc[3],reset,cur_symbol,valid[3],symbol[3]);
    TCell TC5 (clk,rc[4],reset,cur_symbol,valid[4],symbol[4]);
    TCell TC6 (clk,rc[5],reset,cur_symbol,valid[5],symbol[5]);
    TCell TC7 (clk,rc[6],reset,cur_symbol,valid[6],symbol[6]);
    TCell TC8 (clk,rc[7],reset,cur_symbol,valid[7],symbol[7]);
    TCell TC9 (clk,rc[8],reset,cur_symbol,valid[8],symbol[8]);
    check_win chewin (valid,symbol,cw);  
    and (va,valid[0],valid[1],valid[2],valid[3],valid[4],valid[5],valid[6],valid[7],valid[8]);
    and (s,~cw[0],~cw[1],va);
    mux_2x1 m01 (game_state[0],cw[0],1'b1,s);
    mux_2x1 m02 (game_state[1],cw[1],1'b1,s);
endmodule
```
==> metrics.csv <==
metric,value,unit
yosys warns,3,
Die H,97,um
Pint,474,uW
Root Driver,clkbuf_8,
Net Sw Power,135,uW
final hold violation count,0,
H-tree depth,1,
CP cell instances,"nand2b_1, nor4_2, nor3_2, o211ai_1, o21bai_1, clkdlybuf4s50_1",
yosys cell count,138,
Worst-Margin Slew,657,ps
Critical Path RT,2080,ps
clk_skew,1.51,ps
# diodes,0,
Flops after synth,18,
Hold WC Path Type,register to register,
Max Clock Freq,403,MHz
CP Capture Type,output port,
Synth Instances,138,
clk latency late pin,250,ps
setup_tns,0,ps
CP max FO,5,
setup violation total in the final timing report,0,
RSZ-0062 raised after global routing,no,
post-synth area from yosys stat,1340,um^2
# Max-Cap Violations,0,
period utilisation layout,0.955,
vias per cell,4.76,
CP Data Arrival Time,1960,ps
sequential group share of total power,0.519,
max-slew headroom at the worst pin,0.559,
initial antenna violation count,0,
die width,97,um
Via Count,1070,
dpl hpwl,2.73,mm
grt total ovfl,0,
initial DRC count,58,
Post-route DRC,0,
crit start category,register,
"Cell Area, Synth",1340,um^2
largest net degree at the start of global routing,19,
placeable core region,5640,um^2
fraction of layout cells with a size suffix above 1,0.235,
switch share,0.222,
Clock Power Share,0.378,
synthesized area per cell,9.68,um^2
worst-case clock buffer depth,2,
register area share after synthesis,0.337,
synthesis-to-layout area growth,23.4,%
crit path time final,2480,ps
clk slew on worst S/H paths,70,ps
"Slew Viols, Final",0,
CP top delay family,buffers and inverters,
VDD IR max,0.142,mV
Cell variety after synth,37,
first-pass GRT wire length,5.54,mm
CTS Sinks,18,
PwrDens,369,nW/um^2
FP Rows,27,
Comb pwr share,0.103,
Post-Route WL,3.52,mm
max incr delay on CP,480,ps
GPL Wtd Cong,0.845,
Worst Setup Path Type,register to output port,
CTS tree,yes,
status,"complete, no violations",
# port buffers,26,
post-route cell area,1650,um^2
FILL cells,586,
final cell count without fillers,225,
DP Cell Count,218,
io pins,27,
FP Util,0.237,
Pleak,0.543,nW
OpenROAD warnings,25,
die area,9410,um^2
first drt pass iteration count,4,
worst path bufs/invs,1,
vias in the first global route,1004,
GRT Total Usage,0.0693,
DR WL/cell,15.7,um
"Slowest-stage cell, CP",clkdlybuf4s50_1,
placed cell areas,1540,um^2
post-route ant nets,0,
CTS Buf Count,3,
==> placed cells by master (no fill, tap or decap), drive strengths merged, types with 2 or more instances in the layout <==
cell type and n:
o31ai 2, nand3 10, o21ai 3, or4 2, o211ai 2, buf 11
dfxtp 9, edfxtp 9, clkbuf 4, nand4 6, nor4bb 2, nand2b 6
xnor2 7, nor4 11, nand2 13, o2bb2ai 7, nor2 10, o21bai 2
clkdlybuf4s50 25
==> routing by layer <==
| layer | up-vias | routed length (um) | global-route usage |
|---|---|---|---|
| li1 | 531 | - | - |
| met1 | 496 | 1780 | 0.102 |
| met2 | 41 | 1440 | 0.0997 |
| met3 | 2 | 287 | 0.0208 |
| met4 | 0 | 19 | 0.00676 |
| met5 | - | 0 | 0 |
==> Yosys cell counts (all sizes together) <==
master,number,area share
nor3,1,0.0075
o31ai,2,0.022
o211ai,2,0.015
o21bai,2,0.011
o22ai,1,0.0047
nor4b,1,0.018
dfxtp,9,0.13
inv,1,0.0047
o21ai,3,0.011
o311ai,1,0.020
edfxtp,9,0.20
nor2b,1,0.0047
nor4,11,0.056
o2bb2ai,7,0.046
nand2b,6,0.028
ha,1,0.0094
nand2,13,0.046
a31oi,1,0.0094
a21oi,1,0.0037
o32ai,1,0.0066
nand4,6,0.039
nor4bb,2,0.015
or4,2,0.014
or3,1,0.0047
nor2,10,0.028
nand3,10,0.037
buf,26,0.16
xnor2,7,0.046
==> state kept, by name (all words and copies together) (netlist names) <==
register / flops
TC5.symbol: 1
TC4.symbol: 1
TC4.valid: 1
TC7.valid: 1
TC3.valid: 1
TC1.symbol: 1
TC9.valid: 1
TC3.symbol: 1
TC5.valid: 1
TC1.valid: 1
TC7.symbol: 1
TC6.symbol: 1
TC2.symbol: 1
TC8.symbol: 1
TC8.valid: 1
TC2.valid: 1
TC6.valid: 1
TC9.symbol: 1
==> path summary, 6_finish.rpt <==
path / cells after the start / from / slack, ps / end
setup reg to reg: 6 / TC7.symbol / 630 / TC7.symbol
setup / recovery: 6 / TC7.symbol / 120 / game_state[0]
hold / removal: 2 / TC7.valid / 510 / TC7.valid
hold reg to reg: 2 / TC7.valid / 510 / TC7.valid
==> tightest hold or removal path, stage by stage, from the launching register on <==
cell and delay [ps]:
dfxtp_2 360, nand2_1 60, o31ai_1 50
==> power by group through the flow <==
stage	sequential, mW	clock, mW	combinational (mW)
CTS	0.316	0.233	0.0636
global route	0.317	0.247	0.0702
finish	0.316	0.230	0.0630
==> cell families after synthesis <==
kind of cell	share of synthesized area
compound gates	0.149
fa+ha+maj	0.00936
xor+xnor	0.0459
buf+inv	0.160
simple gates	0.299
flops	0.337
==> per-stage QoR <==
step | setup WS, ps | total power [mW] | utilization | hold WS [ps]
3_5_place_dp | 190 | 0.386 | 0.273 | 548
3_3_place_gp | 212 | 0.386 | 0.273 | 551
6_report | 117 | 0.609 | 0.292 | 514
4_1_cts | 34.6 | 0.613 | 0.285 | 533
2_1_floorplan | 552 | 0.361 | - | 508
5_1_grt | 28.0 | 0.634 | 0.292 | 552
==> layout make-up <==
type,count,area (um^2),share of cell area
Timing Repair Buffer,37,342,0.207
Inverter,1,6.26,0.00379
Sequential cell,18,459,0.278
Multi-Input combinational cell,93,697,0.423
Clock buffer,4,55.1,0.0334
Tap cell,72,90.1,0.0546
==> timing repair <==
action	4_1_cts	5_1_grt
buffers inserted	1	2
hold buffers	0	0
gates cloned	0	0
pin swaps	2	2
endpoints found under the setup margin	2	1
gates resized	4	7
Power is estimated from default activity; no workload was simulated.
